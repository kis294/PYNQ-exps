### constraint.sdc
current_design cb

set clk_period 2.0
set clk_io_pct 0.2

create_clock -name clk0 -period $clk_period [get_ports {CLK_IN}]

set non_clock_inputs [all_inputs -no_clocks]
set_input_delay [expr $clk_period * $clk_io_pct] -clock clk0 $non_clock_inputs
set_output_delay [expr $clk_period * $clk_io_pct] -clock clk0 [all_outputs]
### design.v
module cb
  (
   input wire                      CLK_IN,
   input wire                      BTNC,
   input wire                      CPU_RESETN,
   output wire [3:0]               leds
   );
  reg                               last_button = 0;
  reg                               button  = 0;
  reg button_down;
  reg   [3:0] leds_flop;
      reg [2:0] button_sync;
      reg       counter_en;
      reg [7:0] counter;
      always @(posedge CLK_IN) begin
        button_down <= 0;
        button_sync <= button_sync << 1 | BTNC;
        if (button_sync[2:1] == 2'b01) counter_en <= 1;
        else if (~button_sync[1])      counter_en <= 0;
        if (counter_en) begin
          counter <= counter + 1'b1;
          if (&counter) begin
            counter_en <= 0;
            counter    <= 0;
            button_down <= 1;
          end
        end
      end
      always @(posedge CLK_IN) begin
         if(CPU_RESETN == 1'b1) begin
           leds_flop <= 4'b0;
         end
         else begin 
            if (button_down == 1'b1)
               leds_flop <= leds_flop + button_down;
         end
      end
      assign leds = leds_flop;
endmodule
### run.sh
#!/bin/bash
# OpenROAD 26Q1-2900-gdf79404cd8, Yosys 0.63+post, stock flow scripts
make -C /OpenROAD-flow-scripts/flow DESIGN_CONFIG=/design/flow/config.mk WORK_HOME=/design/flow/orfs finish
### config.mk
export PLATFORM = sky130hd
export DESIGN_NAME = cb
export DESIGN_NICKNAME = cb
export VERILOG_FILES = /design/flow/design.v
export SDC_FILE = /design/flow/constraint.sdc
export NUM_CORES = 4
export LEC_CHECK = 1
export CORE_AREA = 10 10 70 70
export DIE_AREA = 0 0 80 80
==> Slide: Implementation Results <==
Implementation Results

Outcome
  – Run status: complete, no violations

Timing
  – Setup-violating endpoint count in the final report: 0
  – Post-layout period usage of the worst path: 0.773
  – Max Clock Freq: around 650 MHz
  – Final-report hold violation count: 0
  – Final number of max-transition violations: 0
  – Post-route setup TNS: 0 ps
  – Post-route clock skew: roughly 7.3 ps
  – Relative slew margins: 0.726
  – Transition at the pin with the smallest max-transition slack: a little over 400 ps
  – Final worst path period need: between 1500 and 2000 ps
  – Setup repair after global routing missed its margin: no

CTS
  – Number of buffers added for setup after CTS: 0
  – PostCTS Resize Cnt: 0
  – CTS clk-pin slew, worst paths: 90 ps
  – Clk Latency, worst-skew pair: between 200 and 300 ps
  – CTS hold repair buffers: 0
  – Root buffer selected by CTS: sky130_fd_sc_hd__clkbuf_4
  – CTS tree: built
  – H-tree Lvls: 1
  – Total clock buffers created by CTS: 3
  – Clock tree sinks: 17
  – Largest buffer count on any clock path: 2

Floorplanning
  – Die W: about 80 µm
  – Placeable Area: approximately 0.0034 mm²
  – Initial Util: 0.200
  – Number of core rows: 21
  – Top-level port count: 7
  – Chip Area: 0.00640 mm²
  – Die Y: 80 µm

Layout
  – Ratio of cells with drive above 1 in the final layout: 0.0758
  – Fin area: between 800 and 900 µm²
  – Most common library cell in the layout ignoring fill and taps: sky130_fd_sc_hd__dfxtp_1
  – Leading cell types in the layout, fill and taps excluded: sky130_fd_sc_hd__dfxtp_1, sky130_fd_sc_hd__edfxtp_1, sky130_fd_sc_hd__nor2_1, sky130_fd_sc_hd__clkdlybuf4s50_1, sky130_fd_sc_hd__xor2_1
  – Fill count: approximately 380
  – Layout-stage area growth over the synthesis result: 21.1%

Logic synthesis
  – Cell variety after synth: 22
  – Yosys synthesis chip area: a little under 700 µm²
  – Xor/xnor share of the synthesized area: 0.0771
  – Yosys synthesis warning count: 1
  – Synth mux share: 0.0294
  – Synthesized instance count: around 56
  – Syn Area/Cell: between 10 and 15 µm²
  – Post-synthesis share of cell area spent on and-or and or-and gates: 0.0514
  – Area of the mapped netlist: 682 µm²
  – FA/HA/MAJ Cells, Area Fraction: 0.0550
  – Dominant kind of combinational cell: simple AND/OR/NAND/NOR gates
  – Cell total in the yosys stat output: about 56
  – Flops out of synthesis: 17
  – AND/OR/NAND/NOR Cells, Area Fraction: 0.160
  – Proportion of synthesized chip area in sequential cells: 0.617

GRT
  – Initial antenna violation count: 0
  – Global-route wire length before repair: ~1800 µm
  – Number of global-route vias before repair: about 430
  – GRT Overall Usage: 0.0353
  – Pin count of the biggest net entering global routing: 12
  – Leftover overflow at the end of global routing: 0

Route
  – Routed wire length: around 1000 µm
  – Number of DRC violations after detailed routing: 0
  – Total antenna diodes in the routed design: 0
  – Detailed router's first-iteration violation count: 23
  – Routed WL per cell: around 9.2 µm
  – Per-cell via count in the routed design: ~3.9
  – Via count: around 440
  – Number of nets with antenna violations after detailed routing: 0
  – Pre-Repair DR Iteration Count: 4

Placed design
  – HPWL after DPL: between 700 and 800 µm
  – Total of buffers placed on input and output ports: 6
  – RePlAce Congestion: roughly 0.71
  – Instance area after placement: around 800 µm²

Worst setup path
  – Endpoint class of the critical path: output port
  – Maximum fanout encountered on the critical timing path: 4
  – Required time reported for the critical path endpoint: between 1500 and 2000 ps
  – Worst path max stage delay: about 500 ps
  – Flop-to-flop setup slack: 660 ps
  – Critical path's top delay family: buffers and inverters
  – Worst endpoint data arrival time: about 1200 ps
  – Worst Path Buf+Inv: 1
  – Max stage delay cell, worst path: sky130_fd_sc_hd__clkdlybuf4s50_1
  – Cell count of the worst reg-to-reg path: 4
  – List of cells traversed by the critical path: clkdlybuf4s50_1
  – Worst Setup Start Kind: register
  – Destination of the worst register-to-register timing path: counter[6]$_SDFFCE_PP0P_
  – Worst Path Class, Setup: register to output port
  – Reg-to-Reg Start: counter[0]$_SDFFCE_PP0P_

Power and ir drop
  – Overall power consumption: just over 600 µW
  – Leakage: between 0.3 and 0.4 nW
  – Peak supply drop: approximately 0.38 mV
  – Power density cells: 744 mW/mm²

Worst hold path
  – Number of stages on the worst hold path: 0
  – Startpoint of the most critical hold path: button_sync[0]$_DFF_P_
  – Min-Delay Path Class: register to register
  – Capture endpoint of the worst hold path: button_sync[1]$_DFF_P_

Flow run
  – Number of warnings in the stage logs: 25
  – Maxcap violations: 0
==> metal layers <==
layer / track usage / up-vias / wire length (µm)
li1: - / 223 / -
met1: 0.0419 / 201 / 514
met2: 0.0506 / 11 / 404
met3: 0.0284 / 0 / 116
met4: 0.00352 / 0 / 0
met5: 0 / - / 0
==> registers in the layout (all words and copies together), names as in the netlist <==
signal / count
button_down: 1
button_sync: 3
counter: 8
counter_en: 1
leds_flop: 4
==> kinds of logic after synthesis <==
family,after synthesis
adders and majority gates,3
AOI/OAI and AO/OA,6
buffers and inverters,2
DFF,17
xor gates and xnor gates,6
muxes,2
and+or+nand+nor,20
==> synthesized netlist by cell type <==
master                     instances  area [µm²]
sky130_fd_sc_hd__ha_1              3        37.5
sky130_fd_sc_hd__a41oi_1           1        8.76
sky130_fd_sc_hd__and4_1            1        8.76
sky130_fd_sc_hd__nand3_1           1        5.00
sky130_fd_sc_hd__xnor2_1           1        8.76
sky130_fd_sc_hd__o21ai_0           2        10.0
sky130_fd_sc_hd__and4_4            1        11.3
sky130_fd_sc_hd__a31oi_1           1        6.26
sky130_fd_sc_hd__or3_1             1        6.26
sky130_fd_sc_hd__nand4_1           2        12.5
sky130_fd_sc_hd__nor2b_1           1        6.26
sky130_fd_sc_hd__and2_1            1        6.26
sky130_fd_sc_hd__mux2i_1           2        20.0
sky130_fd_sc_hd__xor2_1            5        43.8
sky130_fd_sc_hd__dfxtp_1           9         180
sky130_fd_sc_hd__edfxtp_1          8         240
sky130_fd_sc_hd__inv_1             2        7.51
sky130_fd_sc_hd__nor3_1            1        5.00
sky130_fd_sc_hd__nand3_2           1        10.0
sky130_fd_sc_hd__nor2_1            6        22.5
sky130_fd_sc_hd__a21oi_1           2        10.0
sky130_fd_sc_hd__nand2_1           4        15.0
==> how the worst max path moves through the flow <==
stage | slack, ps | startpoint | cells past startpoint | to
finish | 450 | leds_flop[1]$_SDFFE_PP0P_ | 1 | leds[1]
global route | 380 | leds_flop[2]$_SDFFE_PP0P_ | 1 | leds[2]
CTS | 430 | leds_flop[1]$_SDFFE_PP0P_ | 1 | leds[1]
==> through the flow <==
step                setup WS, ps  instances  hold WS (ps)   util
floorplan                    784         56           310      -
global placement             709        108           310  0.234
detailed placement           664        108           316  0.234
CTS                          435        112           338  0.242
global route                 383        112           346  0.242
finish                       454        112           334  0.242
==> report_power, final <==
group	leakage, nW	switching (mW)	total [mW]	internal, mW
Sequential	0.150	0.0188	0.404	0.385
Clock	0.0150	0.102	0.179	0.0774
Combinational	0.135	0.0146	0.0308	0.0161
==> final cells by class <==
class                   instances  area [µm²]  share of cell area
flip-flops and latches         17         420               0.509
multi-input cells              37         254               0.308
repair buffers                  6        60.1              0.0727
well taps                      46        57.6              0.0697
clock buffers                   4        26.3              0.0318
inverters                       2        7.51             0.00909
Power and IR drop assume default switching activity.
