### run.sh
#!/bin/bash
# OpenROAD 26Q1-2900-gdf79404cd8, Yosys 0.63+post, stock flow scripts
make -C /OpenROAD-flow-scripts/flow DESIGN_CONFIG=/design/flow/config.mk WORK_HOME=/design/flow/orfs finish
### config.mk
export PLATFORM = sky130hd
export DESIGN_NAME = pdm_input
export DESIGN_NICKNAME = pdm_input
export VERILOG_FILES = /design/flow/design.v
export SDC_FILE = /design/flow/constraint.sdc
export NUM_CORES = 4
export LEC_CHECK = 1
export CORE_AREA = 10 10 70 70
export DIE_AREA = 0 0 80 80
### constraint.sdc
current_design pdm_input

set clk_period 2.3
set clk_io_pct 0.2

create_clock -name clk0 -period $clk_period [get_ports {CLK_IN}]

set non_clock_inputs [all_inputs -no_clocks]
set_input_delay [expr $clk_period * $clk_io_pct] -clock clk0 $non_clock_inputs
set_output_delay [expr $clk_period * $clk_io_pct] -clock clk0 [all_outputs]
### design.v
`timescale 1ns/10ps
module pdm_input
  #
  (
   parameter          CLK_FREQ    = 125,     
   parameter          SAMPLE_RATE = 2400000  
   )
  (
   input wire         CLK_IN,  
   output reg       M_CLK,
   input wire         M_DATA
   );
  (* MARK_DEBUG = "TRUE" *) reg [6:0] amplitude ;
  (* MARK_DEBUG = "TRUE" *) reg       amplitude_valid;
  localparam CLK_COUNT = ((CLK_FREQ*1000000)/(SAMPLE_RATE*2));
  reg m_clk_en = 0;
  reg [7:0]                   counter1;
  reg [7:0]                   counter2;
  (* MARK_DEBUG = "TRUE" *) reg  ila_sampling;
  reg [7:0]                   sample_counter1;
  reg [7:0]                   sample_counter2;
  reg [15:0]                  ila_counter;
  reg [$clog2(CLK_COUNT)-1:0]      clk_counter;
  initial begin
    sample_counter1 = 0;
    sample_counter2 = 0;
    counter1        = 0;
    counter2        = 0;
    M_CLK          = 0;
    clk_counter    = 0;
    ila_sampling   = 0;
  end
  always @(posedge CLK_IN) begin
    amplitude_valid <= 0;
    m_clk_en        <= 0;
    if (clk_counter == CLK_COUNT - 1) begin
      clk_counter <= 0;
      M_CLK       <= ~M_CLK;
      m_clk_en    <= ~M_CLK;
    end else begin
      clk_counter <= clk_counter + 1;
      if (clk_counter == CLK_COUNT - 2) m_clk_en    <= ~M_CLK;
    end
    if (m_clk_en) begin
      counter1        <= counter1 + 1'b1;
      counter2        <= counter2 + 1'b1;
      if (counter1 == 199) begin
        counter1        <= 0;
        amplitude         <= sample_counter1;
        amplitude_valid   <= 1;
        sample_counter1 <= 0;
      end else if (counter1 < 128) begin
        sample_counter1 <= sample_counter1 + M_DATA;
      end
      if (counter2 == 227) begin
        counter2        <= 0;
        amplitude         <= sample_counter2 + M_DATA;
        amplitude_valid   <= 1;
        sample_counter2 <= 0;
      end else if (counter2 > 100) begin
        sample_counter2 <= sample_counter2+ M_DATA;
      end
    end
  end  
  always @(posedge CLK_IN) begin
     if(ila_counter == 16'b1111_1111_1111_1111 ) begin
         ila_counter <= 0;
         ila_sampling <= 0;
     end
     else begin
         if(amplitude_valid) begin
          ila_counter <= ila_counter + amplitude_valid;
          ila_sampling <= 1;
         end
     end
  end
endmodule  
==> reports/summary.txt <==
Status - complete, no violations
Clk latency late pin - 0.24 ns
Clk slew on worst S/H paths - 0.05 ns
Critical Path AT - 1.06 ns
DRC Markers - 0
Area reported by Yosys stat - 256 um^2
First-pass GRT wire length - 779 um
Num rows - 21
TNS Setup - 0 ns
Bufs and invs on worst path - 1
Critical path class - register to output port
Slew @ Worst Pin - 0.213 ns
CTS Hold Bufs - 0
Leak pwr - 0.109 nW
IO Count - 3
Synthesized area - 256 um^2
Top cells by area - dfxtp_1, edfxtp_1, ha_1
Layout cells sized above 1 - 0.0938
RSZ-0062 raised after global routing - no
Die Ht - 80 um
Worst setup path start - M_CLK$_DFFE_PN_
Initial DRC Count - 2
Port Buffers - 1
Antenna diodes - 0
Fin cells - 78
Post-route clock skew - 0.00465 ns
Slew Limit Fails - 0
PostCTS Resize Cnt - 0
Max-cap viol count - 0
Req. time, crit path - 1.84 ns
P&R area growth vs syn - 36.6%
Top area contributor share - 0.390
Vias/cell - 2.54
Die area - 6400 um^2
Via count - 198
Total global-route track usage - 0.0156
Met1 Usage GRT - 0.0148
CTS tree - built
Grt peak-use layer - met2
Final hold vios - 0
Crit path max fanout - 2
F_max - 0.659 GHz
Cell count in the Yosys report - 27
Pin count of the biggest net entering global routing - 7
ANT nets after route - 0
Syn Area/Cell - 9.50 um^2
Clock Tree Root - clkbuf_4
Buffer count from post-CTS setup fixing - 0
Asr flop ratio synth - 0
GRT overflow - 0
Tool warnings - 27
Core Density at Floorplan - 0.0751
Die W - 80 um
Cell count after synthesis - 27
Antenna violations before repair - 0
Sequential area share after synthesis - 0.507
H-tree depth - 1
Grt met2 use - 0.0233
Post-synth EDFFs - 1
Max-slew headroom - 0.857
RePlAce Congestion - 0.650
Peak per-stage delay on the critical path - 0.47 ns
Post-layout min period - 1.52 ns
HP Start - clk_counter[0]$_SDFF_PN0_
Final critical-path share of the clock period - 0.659
Clock buffer count from CTS - 3
Std-Cell Core Area - 3420 um^2
Hold Path Class - register to register
Wirelength, routed - 400 um
First-pass DRT Iterations - 4
P per Cell Area - 601 nW/um^2
Post-synth cell types - 15
Global routing usage on met3 - 0.0182
YS warnings - 1
Largest delay contributor family on the critical path - buffers and inverters
Clk sinks - 6
Main flop type - dfxtp_1
Slowest-stage cell, CP - clkdlybuf4s50_1
CP Launch Type - register
Number of global-route vias before repair - 214
Crit path cell chain - clkdlybuf4s50_1
Number of setup violations in the final report - 0
Max Root-Sink Buffers - 2
Leading area contributor after synthesis - dfxtp_1
Placed instance count - 74
Setup crit end kind - output port
Worst VDD drop - 282 uV
DR WL/cell - 5.13 um
Synth flops - 6
Top cells by count, synth - dfxtp_1, nand2_1, nor2_1
Worst r2r src - clk_counter[0]$_SDFF_PN0_
## worst paths after layout
check / slack, ns / to / cells after the start
setup / recovery: 0.78 / M_CLK / 1
hold / removal: 0.46 / clk_counter[0]$_SDFF_PN0_ / 1
setup reg to reg: 1.11 / M_CLK$_DFFE_PN_ / 3
hold reg to reg: 0.46 / clk_counter[0]$_SDFF_PN0_ / 1
## state kept, by name, summed over array words and instances, names as in the netlist
name,flops
clk_counter,5
M_CLK,1
## power by group
part	total, mW	internal, mW	leakage [nW]	switching (mW)
Combinational	0.0000000423	0	0.0423	0
Sequential	0.107	0.107	0.0519	0
Clock	0.104	0.0657	0.0150	0.0380
## through the flow
| step | instance area, um^2 | total power [mW] | worst slack, ns | hold WS (ns) | utilization |
|---|---|---|---|---|---|
| after global placement | 324 | 0.109 | 1.04 | 0.445 | 0.0949 |
| after CTS | 350 | 0.214 | 0.759 | 0.467 | 0.103 |
| after global routing | 350 | 0.224 | 0.706 | 0.506 | 0.103 |
| final | 350 | 0.210 | 0.784 | 0.464 | 0.103 |
| after floorplan | 256 | 0.109 | 1.22 | 0.433 | - |
| after detailed placement | 324 | 0.109 | 1.04 | 0.452 | 0.0949 |
## metal layers
layer | part of all wire | vias up
met5 | 0 | -
met4 | 0 | 0
met3 | 0.17 | 0
met2 | 0.41 | 7
met1 | 0.42 | 92
li1 | - | 99
## area by class of cell
type	count	area (um^2)
tap	46	57.6
clock buffer	4	26.3
timing repair buffer	1	10.0
inverter	2	7.51
fill	403	3070
multi-input combinational	19	119
sequential	6	130
## logic make-up (layout without fill, tap and decap cells)
logic type               Yosys count  in the layout  synth area share
AND/OR/NAND/NOR                   11             11             0.195
buffers and inverters              2              7            0.0293
XOR/XNOR                           1              1            0.0342
flip-flops                         6              6             0.507
adder cells (fa/ha/maj)            2              2            0.0975
multiplexers                       1              1            0.0390
AND-OR/OR-AND                      4              4            0.0975
## layout by cell type, fill, tap and decap left out
cell / synthesis / layout
nor2_1: 3 / 3
dfxtp_1: 5 / 5
edfxtp_1: 1 / 1
a21oi_1: 1 / 1
nand4b_1: 1 / 1
xnor2_1: 1 / 1
mux2i_1: 1 / 1
clkdlybuf4s50_1: 0 / 1
o211ai_1: 1 / 1
o21ai_0: 1 / 1
nand2_1: 5 / 5
nand3_1: 1 / 1
inv_1: 2 / 2
a21o_1: 1 / 1
nand2b_1: 1 / 1
ha_1: 2 / 2
clkbuf_4: 0 / 3
clkbuf_1: 0 / 1
Power figures rest on the tool's default switching activity, not on a simulated workload.
