**design/flow/design.v**
```verilog
`timescale 1ns / 1ps
module btn_state_change(
    input CLK_IN,
    input CPU_RESETN,
    input BTNC,
    output wire [3:0] leds
    );
reg [2:0] btn_ff = 3'b0; 
reg counter_en ;
reg [7:0] counter_ff = 8'b0;
reg btn_sig = 0;
reg [3:0] led_ff = 4'b0;
reg [3:0] btn_cntr = 4'b0;
always @(posedge CLK_IN) begin
      btn_sig <= 0;
      btn_ff <= btn_ff << 1 | BTNC;
      if(btn_ff[2:1] == 2'b01) begin
         counter_en <= 1;
         counter_ff <= 8'b0;
       end
      else if (~btn_ff[1]) begin
         counter_en<= 0;
         counter_ff <= 8'b0;
      end
      if(counter_en) begin
         counter_ff <= counter_ff + 7'b1;
         if(&counter_ff) begin
            btn_sig <= 1;
            counter_en <= 0;
            counter_ff <= 8'b0;
         end
      end
end
localparam IDLE=4'd0,LED1=4'd1,LED2=4'd2,LED3=4'd3;
reg [2:0] curr_state=IDLE,next_state;
always @(posedge CLK_IN) begin
    if(CPU_RESETN == 1) begin
       curr_state <= IDLE;
    end
    else begin
       curr_state <= next_state;
    end
end
always @(posedge CLK_IN) begin
    case(curr_state)
    IDLE:begin
        led_ff <= 4'b0000;
        if(btn_sig == 1)
          next_state <= LED1;
    end
    LED1:begin
        led_ff <= 4'b0001;
        if(btn_sig == 1)
          next_state <= LED2;
    end
    LED2:begin
        led_ff <= 4'b0010;
        if(btn_sig == 1)
          next_state <= LED3;
    end
    LED3:begin
        led_ff <= 4'b0100;
        if(btn_sig == 1)
          next_state <= IDLE;
    end
    default:begin
         next_state <= IDLE;
         led_ff <= 4'b0000;
    end
    endcase
end
assign leds = led_ff;
endmodule
```
**design/flow/run.sh**
```bash
#!/bin/bash
# OpenROAD 26Q1-2900-gdf79404cd8, Yosys 0.63+post, stock flow scripts
make -C /OpenROAD-flow-scripts/flow DESIGN_CONFIG=/design/flow/config.mk WORK_HOME=/design/flow/orfs finish
```
**design/flow/config.mk**
```make
export PLATFORM = sky130hd
export DESIGN_NAME = btn_state_change
export DESIGN_NICKNAME = btn_state_change
export VERILOG_FILES = /design/flow/design.v
export SDC_FILE = /design/flow/constraint.sdc
export NUM_CORES = 4
export LEC_CHECK = 1
export CORE_AREA = 10 10 82 82
export DIE_AREA = 0 0 92 92
```
**design/flow/constraint.sdc**
```tcl
current_design btn_state_change

set clk_period 1.9
set clk_io_pct 0.2

create_clock -name clk0 -period $clk_period [get_ports {CLK_IN}]

set non_clock_inputs [all_inputs -no_clocks]
set_input_delay [expr $clk_period * $clk_io_pct] -clock clk0 $non_clock_inputs
set_output_delay [expr $clk_period * $clk_io_pct] -clock clk0 [all_outputs]
```
==> notes.md <==
On the backend side, the flow ran end to end.

The run finished with clean final reports. In the final report, the number of hold violations comes to 0. The pre-CTS worst setup slack stands at 0.404 ns. The core footprint stands at 5070 µm². The leakage power summed over all cells stands at 0.375 nW. The final timing report gives a worst setup slack of 0.405 ns. The total die size stands at 8460 µm². The via count of the first global-routing pass was 463.

CTS placed an instance of clkbuf_8 at the clock tree root. Traced cell by cell, the critical path runs through ha_1, nand4_1, o21ai_0, nor2_1. The total half-perimeter wirelength after legalization and detailed placement stands at 897 µm. The total DRC errors in the routed layout stands at 0. Detailed routing inserted a total of 505 vias.

On the worst path, the slowest cell contributes a delay of 0.40 ns. For this design, the slowest cell found on the critical path is edfxtp_1. The average instance in the mapped netlist occupies 11.7 µm². edfxtp_1 takes more of the synthesized area than any other cell. The TritonCTS sink count stands at 20. On the reported timing paths, the clock transition at the registers reads 0.07 ns. The vertical extent of the die stands at 92 µm. The effective utilization at floorplan stands at 0.163. In the final layout, the share of cells above drive strength 1 is 0.0506. The area of the mapped netlist stands at 828 µm². The cell resize tally after clock tree synthesis stands at 0.

Counting the warning lines in the Yosys log gives 1. The routed wire length per instance stands at 7.87 µm. Counting flops and latches in the post-synthesis netlist gives 20. Wires add up to 1.17 mm. By startpoint and endpoint, the worst setup path is classified as reg2reg.

For this run the aggregate overflow at the end of global routing stands at 0. The worst setup slack for register-to-register paths stands at 0.40 ns. The share of the core filled with cells stands at 0.198.

The distinct cell type count of the synthesized netlist stands at 21. In this run the VDD rail shows a maximum IR drop of 0.456 mV. STA reports the tightest min-delay check as being of type reg2reg. Per the CTS log, the buffer count on the longest clock path is 2.

The first global-routing pass estimated 1.99 mm of wire. STA classifies the critical path startpoint as a register. The chip width stands at 92 µm.

The end-of-flow timing check tallies setup violations at 0. For this design the ratio of total power to cell area is 860 nW/µm². Looking at the post-CTS report, the setup buffer insertion count equals 0. The tally of buffers added on design ports stands at 5. Per the detail_route report, vias per standard cell equal 3.39. Antenna repair during routing inserted a diode count of 0. The maximum number of pins on one net before global-route repair stands at 12.

The number of DRC markers after the initial detailed-route iteration stands at 18. Summing over the stages, the warning tally comes to 31. The buffering stage count on the worst path with inverters included stands at 0.

The sum of negative setup slack stands at 0 ns. The register area share after synthesis stands at 0.604. For the final database, setup skew stands at 0.00491 ns. In the synthesized netlist, the number of instances is 71. The number of buffers created by CTS stands at 3. The yosys-reported design area after synthesis stands at 828 µm². Of the post-synthesis cell area, the dominant cell type holds 0.363. For reference, the final report shows the max-slew violation count at 0. Overall routing resource usage recorded by global route was 0.0271.

Among cell families on the critical path, the largest total delay comes from flip-flops. TritonCTS built the clock tree. The maximum fanout encountered on the critical timing path stands at 4. The row count stands at 26. The minimum clock period after layout stands at 1.50 ns. Clock latency on the worst-skew pair, taken at its later pin, is 0.25 ns.

The remaining antenna violation count stands at 0. CTS built an H-tree with a depth of 1. The final weighted congestion recorded by global placement is 0.847.

7 I/O pins were placed. The iteration count of the initial detailed-routing pass stands at 6. The total of max-cap violations stands at 0.

The OpenROAD report gives the critical path a data arrival time of 1.49 ns. The number of cells in the yosys synthesis report stands at 71. For reference, the top cells by area after synthesis are edfxtp_1 36%, dfxtp_1 24%, ha_1 12%.

The layout-stage area growth over the synthesis result stands at 21.1%. The initial antenna violation count stands at 0. The hold buffer count at CTS stands at 0. Setup repair after global routing left no endpoint under its margin. STA classifies the critical path endpoint as a register. Dividing the final minimum period by the clock period gives 0.787. The required time of the worst setup path stands at 1.90 ns.

The highest clock rate this design can be run at is 0.669 GHz.
==> cells in the final DEF, fill, tap and decap left out, drive strengths merged <==
cell type      synthesis  final
a211oi                 1      1
or3                    3      3
clkdlybuf4s50          0      5
nor3                   1      1
nand2                  4      4
nand4                  2      2
xor2                   2      2
xnor2                  1      1
o21ai                  2      2
a31oi                  2      2
inv                    5      5
nor2b                  2      2
a21o                   1      1
ha                     8      8
edfxtp                10     10
nand3                  6      6
clkbuf                 0      4
conb                   1      1
a21oi                  1      1
nor2                   8      8
dfxtp                 10     10
==> per-layer routing <==
layer / share of wire / vias up / GRT usage / wire [µm]
li1: - / 260 / - / -
met1: 0.50 / 237 / 0.0376 / 583
met2: 0.46 / 8 / 0.0424 / 543
met3: 0.039 / 0 / 0.00824 / 46
met4: 0 / 0 / 0.00257 / 0
met5: 0 / - / 0 / 0
==> cell usage after synthesis <==
cell type  count
a21o_1         1
nand2_1        4
inv_1          5
nor2b_1        2
a21oi_1        1
o21ai_0        2
a211oi_1       1
nand3_1        5
nand3_2        1
edfxtp_1      10
or3_1          3
buf_4          1
nand4_1        2
a31oi_1        2
conb_1         1
nor2_1         8
ha_1           8
xor2_1         2
nor3_1         1
dfxtp_1       10
xnor2_1        1
==> registers in the layout, indices dropped and copies added (netlist names) <==
register,count
btn_ff,3
btn_sig,1
counter_en,1
counter_ff,8
curr_state,2
led_ff,3
next_state,2
==> where the power goes <==
group	total, W	leakage (nW)	switching (W)	internal, W
registers	0.000523	0.193	0.0000283	0.000495
logic	0.0000707	0.160	0.0000355	0.0000352
clock network	0.000269	0.0228	0.000120	0.000149
total	0.000863	0.375	0.000184	0.000679
==> worst paths after layout <==
check                        to  depth (start not counted)     startpoint
setup / recovery  counter_ff[3]                          4  counter_ff[0]
hold / removal        btn_ff[1]                          0      btn_ff[0]
setup reg to reg  counter_ff[3]                          4  counter_ff[0]
hold reg to reg       btn_ff[1]                          0      btn_ff[0]
==> per-stage QoR <==
stage	instances	total power (W)	area, µm²	hold WS, ns
2_1_floorplan	71	0.000573	828	0.310
3_3_place_gp	145	0.000598	958	0.319
3_5_place_dp	145	0.000603	958	0.315
4_1_cts	149	0.000871	1000	0.338
5_1_grt	149	0.000906	1000	0.351
6_report	149	0.000863	1000	0.333
==> layout make-up <==
type / instances / area (µm²)
multi-input combinational: 45 / 302
fill: 566 / 4070
tap: 70 / 87.6
timing repair buffer: 5 / 50.0
sequential: 20 / 500
inverter: 5 / 18.8
clock buffer: 4 / 45.0
==> cell families after synthesis <==
logic type               synth area share
buffers and inverters              0.0317
other                             0.00453
AND/OR/NAND/NOR                     0.156
AND-OR/OR-AND                      0.0514
XOR/XNOR                           0.0317
adder cells (fa/ha/maj)             0.121
flip-flops                          0.604
No activity file was given, so power comes from the tool's default toggle rates.
